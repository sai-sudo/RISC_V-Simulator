===== flow/constraint.sdc =====
current_design alu

set clk_period 15.2
set clk_io_pct 0.2

create_clock -name clk0 -period $clk_period

set non_clock_inputs [all_inputs -no_clocks]
set_input_delay [expr $clk_period * $clk_io_pct] -clock clk0 $non_clock_inputs
set_output_delay [expr $clk_period * $clk_io_pct] -clock clk0 [all_outputs]

===== flow/design.v =====
module alu (
  input wire [31:0] operand_A,
  input wire [31:0] operand_B,
  input wire [2:0] alu_ctrl,
  output reg [31:0] alu_result,
  output reg zero
);
  always @* begin
    case (alu_ctrl)
      3'b000: alu_result = operand_A + operand_B;     
      3'b001: alu_result = operand_A - operand_B;     
      3'b010: alu_result = operand_A & operand_B;     
      3'b011: alu_result = operand_A | operand_B;     
      3'b100: alu_result = operand_A ^ operand_B;     
      3'b101: alu_result = operand_A << operand_B;    
      3'b110: alu_result = operand_A >> operand_B;    
      3'b111: alu_result = (operand_A < operand_B) ? 1 : 0;    
      default: alu_result = 0;                        
    endcase
  end
  assign zero = (alu_result == 0) ? 1 : 0;     
endmodule

===== flow/config.mk =====
export PLATFORM = sky130hd
export DESIGN_NAME = alu
export DESIGN_NICKNAME = alu
export VERILOG_FILES = /design/flow/design.v
export SDC_FILE = /design/flow/constraint.sdc
export NUM_CORES = 4
export LEC_CHECK = 1
export CORE_UTILIZATION = 40

===== flow/run.sh =====
#!/bin/bash
# OpenROAD 26Q1-2900-gdf79404cd8, Yosys 0.63+post, stock flow scripts
make -C /OpenROAD-flow-scripts/flow DESIGN_CONFIG=/design/flow/config.mk WORK_HOME=/design/flow/orfs finish

==> impl_metrics.env <==
# physical design summary
export IMPL_status="finished clean"
export IMPL_warning_count=96
export IMPL_yosys_warnings=2
export IMPL_synthCells=1403
export IMPL_power_density_mw_per_mm2=38.7
export IMPL_die_y_um=159
export IMPL_postSynthAreaPerCell_sq_um=7.03
export IMPL_maxCapViolations=0
export IMPL_hold_class="in -> out"
export IMPL_ys_seq_frac=0
export IMPL_post_cts_buffers=0
export IMPL_slowest_stage="or4_1"
export IMPL_min_to="alu_result[1]"
export IMPL_hold_depth=5
export IMPL_lay_top_cells="124 x nand2_1, 118 x nor2_1, 101 x a21oi_1"
export IMPL_ys_chip_area_sq_mm=0.00987
export IMPL_initCoreUtil=0.407
export IMPL_worstPathMaxFanout=42
export IMPL_switching_power_mw=0.256
export IMPL_flops=0
export IMPL_num_clock_buffers=0
export IMPL_finalHoldViolCount=0
export IMPL_period_used=0.804
export IMPL_crit_type="in -> out"
export IMPL_core_sq_mm=0.0242
export IMPL_fmax_mhz=81.9
export IMPL_end_kind="primary output"
export IMPL_dpl_hpwl_mm=39.7
export IMPL_max_slew_margin=0.294
export IMPL_rows=57
export IMPL_p_int_mw=0.169
export IMPL_placed_cell_area_sq_mm=0.0110
export IMPL_fin_area_sq_mm=0.0110
export IMPL_dieArea_sq_mm=0.0253
export IMPL_drtIter0Drc=1104
export IMPL_cp_data_required_time_ns=12.16
export IMPL_gp_congestion=1.03
export IMPL_hold_ws_ns=7.17
export IMPL_tightest_slew_ns=1.03
export IMPL_wl_per_cell_um=29.2
export IMPL_grt_overflow=0
export IMPL_cts_hold_fix_buffers=0
export IMPL_finalSetupViolCount=0
export IMPL_io_pins=100
export IMPL_grt_pass1_vias=11400
export IMPL_slew_viol_final=0
export IMPL_drive_gt1_frac=0.102
export IMPL_vdd_drop_max_mv=0.0220
export IMPL_p_leak_nw=4.39
export IMPL_pre_cts_ws_ns=3.13
export IMPL_vias=11900
export IMPL_grt_max_degree=70
export IMPL_ys_cells=1403
export IMPL_setup_slack_ns=2.98
export IMPL_flop_area_sq_um=0
export IMPL_grt_antenna_before_repair=2
export IMPL_utilization=0.453
export IMPL_area_growth_pct=11.3
export IMPL_slowest_delay_ns=0.64
export IMPL_fin_crit_ns=12.22
export IMPL_tns_ns=0
export IMPL_vias_per_cell=6.86
export IMPL_min_from="operand_B[1]"
export IMPL_ys_types=83
export IMPL_post_cts_resized=0
export IMPL_path_cells="clkdlybuf4s50_1, buf_4, clkinv_1, ha_1, inv_1, or4_1, a21oi_1, a2111oi_0, nor3_1, a31oi_1, xnor2_1, a2111o_1, or3_1, or4_1, nor4b_2, clkdlybuf4s50_1"
export IMPL_drc=0
export IMPL_worstSetupStartpointType="input pin"
export IMPL_syn_area_sq_mm=0.00987
export IMPL_mostFrequentLayoutCell="nand2_1"
export IMPL_die_w_um=159
export IMPL_grt_setup_unrepaired="no"
export IMPL_ant_nets=0
export IMPL_portBuffers=100
export IMPL_grt_usage=0.407
export IMPL_wirelength_mm=50.8
export IMPL_swShare=0.603
export IMPL_grt_first_pass_wirelength_mm=76.0
export IMPL_cp_arrival_ns=9.18
export IMPL_drtPass1Iterations=8
==> Yosys cell counts, types with 15 or more instances <==
| cell | count | area (sq um) |
|---|---|---|
| a211oi_1 | 23 | 173 |
| a21o_1 | 20 | 150 |
| a21oi_1 | 101 | 505 |
| a221oi_1 | 15 | 131 |
| a31oi_1 | 21 | 131 |
| buf_2 | 22 | 110 |
| clkbuf_1 | 86 | 323 |
| ha_1 | 96 | 1200 |
| inv_1 | 95 | 357 |
| mux2_2 | 26 | 293 |
| mux2i_1 | 58 | 581 |
| mux4_2 | 52 | 1170 |
| nand2_1 | 124 | 465 |
| nand2b_1 | 20 | 125 |
| nand3_1 | 28 | 140 |
| nor2_1 | 118 | 443 |
| nor3_1 | 47 | 235 |
| nor4_1 | 16 | 100 |
| o211ai_1 | 34 | 255 |
| o21ai_0 | 80 | 400 |
| o22ai_1 | 22 | 138 |
| xnor2_1 | 19 | 166 |
==> through the flow <==
stage | power [mW] | instances
2_1_floorplan | 0.258 | 1403
3_3_place_gp | 0.416 | 1737
3_5_place_dp | 0.413 | 1737
4_1_cts | 0.415 | 1737
5_1_grt | 0.453 | 1737
6_report | 0.425 | 1738
==> power by group through the flow <==
stage	Sequential, mW	Combinational, mW	Clock [mW]
4_1_cts	0	0.415	0
5_1_grt	0	0.453	0
==> final cells by class <==
type                            count  area, sq um
Antenna cell                        1         2.50
Multi-Input combinational cell   1178         8950
Fill cell                        2503        13300
Tap cell                          324          405
Timing Repair Buffer              137         1260
Inverter                           98          368
==> worst max-delay path by stage <==
stage         cells past startpoint  endpoint          from
CTS                              16      zero  operand_B[4]
global route                     16      zero  operand_B[4]
finish                           16      zero  operand_B[4]
==> logic make-up (layout without fill, tap and decap cells) <==
| logic type | Yosys count | count (layout) | share of synthesized area |
|---|---|---|---|
| AOI/OAI and AO/OA | 474 | 474 | 0.333 |
| and+or+nand+nor | 445 | 445 | 0.218 |
| buffers and inverters | 225 | 235 | 0.0933 |
| muxes | 136 | 136 | 0.207 |
| adders and majority gates | 99 | 99 | 0.127 |
| xor gates and xnor gates | 24 | 24 | 0.0213 |
| other | 0 | 1 | 0 |
==> metal layers <==
metal  routed length [um]  global-route usage  vias to the layer above
li1                     -                   -                     5370
met1                21800               0.586                     5805
met2                22500               0.626                      621
met3                 4260              0.0633                      126
met4                 2180               0.137                        2
met5                    8                   0                        -
==> worst max-delay path: cells and delay by family <==
kind / cells / cell delay [ns]
adder cells (fa/ha/maj): 1 / 0.58
XOR/XNOR: 1 / 0.15
AND/OR/NAND/NOR: 5 / 2.19
buffers and inverters: 5 / 1.89
AND-OR/OR-AND: 4 / 1.30
Power figures rest on the tool's default switching activity, not on a simulated workload.
