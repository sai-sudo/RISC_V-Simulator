`/design/flow/design.v`:
```
module alu_control (
  input wire [6:0] opcode,
  input wire [2:0] funct3,
  input wire [4:0] funct7,
  output reg [2:0] alu_ctrl
);
  always @* begin
    case (opcode)
      7'b0110011: begin
        case (funct7)
          7'b0000000:
            case (funct3)
              3'b000: alu_ctrl = 3'b000;     
              3'b001: alu_ctrl = 3'b001;     
              3'b010: alu_ctrl = 3'b010;     
              3'b011: alu_ctrl = 3'b011;     
              3'b100: alu_ctrl = 3'b100;     
              3'b101: alu_ctrl = 3'b101;     
              3'b110: alu_ctrl = 3'b110;     
              3'b111: alu_ctrl = 3'b111;     
              default: alu_ctrl = 3'b000;     
            endcase
          7'b0100000:
            case (funct3)
              3'b101: alu_ctrl = 3'b000;     
              default: alu_ctrl = 3'b000;     
            endcase
          default: alu_ctrl = 3'b000;         
        endcase
      end
      7'b0010011: begin
        case (funct3)
          3'b000: alu_ctrl = 3'b000;         
          3'b001: alu_ctrl = 3'b001;         
          3'b010: alu_ctrl = 3'b010;         
          3'b011: alu_ctrl = 3'b011;         
          3'b100: alu_ctrl = 3'b100;         
          3'b101:
            case (funct7[5:1])
              5'b00000: alu_ctrl = 3'b101;    
              5'b01000: alu_ctrl = 3'b000;    
              default: alu_ctrl = 3'b000;     
            endcase
          3'b110: alu_ctrl = 3'b110;         
          3'b111: alu_ctrl = 3'b111;         
          default: alu_ctrl = 3'b000;         
        endcase
      end
      default: alu_ctrl = 3'b000;             
    endcase
  end
endmodule
```
`/design/flow/run.sh`:
```
#!/bin/bash
# OpenROAD 26Q1-2900-gdf79404cd8, Yosys 0.63+post, stock flow scripts
make -C /OpenROAD-flow-scripts/flow DESIGN_CONFIG=/design/flow/config.mk WORK_HOME=/design/flow/orfs finish
```
`/design/flow/config.mk`:
```
export PLATFORM = sky130hd
export DESIGN_NAME = alu_control
export DESIGN_NICKNAME = alu_control
export VERILOG_FILES = /design/flow/design.v
export SDC_FILE = /design/flow/constraint.sdc
export NUM_CORES = 4
export LEC_CHECK = 1
export CORE_AREA = 10 10 70 70
export DIE_AREA = 0 0 80 80
```
`/design/flow/constraint.sdc`:
```
current_design alu_control

set clk_period 1.6
set clk_io_pct 0.2

create_clock -name clk0 -period $clk_period

set non_clock_inputs [all_inputs -no_clocks]
set_input_delay [expr $clk_period * $clk_io_pct] -clock clk0 $non_clock_inputs
set_output_delay [expr $clk_period * $clk_io_pct] -clock clk0 [all_outputs]
```
==> impl_metrics.toml <==
# yosys + openroad results
[run_status]
status = "finished, violations left"
violations = "setup timing"

[route]
routed_wl_um = 624
drt_iter0_markers = 0
viasPerCell = 2.18
routedWlPerCell_um = 8.00
final_antenna_net_count = 0
antenna-diode-count = 0
dr.pass1.iters = 1
vias = 170
drc = 0

[job]
warnings = 34
cap_violations = 0

[timing]
tightest_slew_ps = 270
grt_setup_unrepaired = "true"
report.final.slew_viol_count = 0
setup_viol = 3
fmax_ghz = 0.535
period_needed_ps = 1870
post-route-period-util = 1.17
finalHoldViolCount = 0
slew_headroom = 0.818
worst_slack_ps = -269

[layout]
drive_gt1_frac = 0.500
register_area_um2 = 0
clock_buffers = 0
design_area_um2 = 360
final_util = 0.105
nFlopsAndLatches = 0
area_growth_pct = 405

[worst_setup_path]
crit_arrival_ps = 1550
critPathLaunchType = "primary input"
worstSetupStartpoint = "funct7[2]"
worst-path-max-fanout = 2
critPathRequiredTime_ps = 1280
cp-end-kind = "primary output"
crit_type = "in2out"
critPathCapture = "alu_ctrl[0]"

[die]
chipArea_mm2 = 0.00640
initial_core_util = 0.0209
fp-row-count = 21
io_pins = 18
die_height_um = 80
core_area_mm2 = 0.00342
die_w_um = 80

[yosys]
ys_seq_frac = 0
largest_area_cell = "a2111oi_2"
top_area_frac = 0.211
netlist_area_um2 = 71.3
syn_inst = 10
avgSynthCellArea_um2 = 7.13
top_cells_by_area = "a2111oi_2 21%, nor4b_1 12%, nor3b_1 11%"
synth.distinct_cells = 10
synth_warnings = 2
ys_cells = 10
synth-area-yosys_um2 = 71.3

[hold_path]
worst_hold_path_type = "in2out"
holdPathStages = 6

[pwr]
vdd_drop_max_mv = 0.0360
p_leak_nw = 0.129
power_density_mw_per_mm2 = 154

[global_routing]
grt_pass1_wl_um = 931
track_usage = 0.0178
grt-ovfl-total = 0
antenna_found_initial = 0
grt_pass1_vias = 190
grt_max_degree = 4

[place]
port_buffers = 18
gp_congestion = 0.793
placed_area_um2 = 317
## worst min-delay path by stage
stage | startpoint | end
CTS | funct7[2] | alu_ctrl[0]
global route | funct7[2] | alu_ctrl[1]
finish | funct7[2] | alu_ctrl[0]
## cells by family (layout without fill, tap and decap cells)
group / Yosys count / in the layout / synth area share
AND/OR/NAND/NOR: 6 / 6 / 0.526
buffers and inverters: 1 / 23 / 0.0526
AND-OR/OR-AND: 3 / 3 / 0.421
## final cells by class
class / instances / area, µm²
Fill cell: 402 / 3060
Inverter: 1 / 3.75
Multi-Input combinational cell: 9 / 114
Timing Repair Buffer: 22 / 185
Tap cell: 46 / 57.6
## critical path, stage by stage
cell and delay (ps):
buf_6 90, or4_4 510, o21a_1 200, buf_6 120, a2111oi_4 170, buf_2 140
## power by group
group          leakage (nW)  switching [W]  internal, W
Clock                     0              0            0
Sequential                0              0            0
Combinational         0.129      0.0000177    0.0000378
Total                 0.129      0.0000177    0.0000378
## metrics by stage
step	total power (W)	hold WS (ps)	setup WS (ps)	instances	TNS (ps)
after floorplan	0.00000700	666	30.8	10	0
after global placement	0.0000470	1580	-962	75	-2760
after detailed placement	0.0000478	1580	-972	75	-2770
after CTS	0.0000548	1180	-294	78	-772
after global routing	0.0000600	1210	-338	78	-862
final	0.0000555	1170	-269	78	-663
## routing by layer
layer | up-vias | global-route usage | part of all wire
met5 | - | 0 | 0
met4 | 0 | 0 | 0
met3 | 0 | 0.0125 | 0.20
met2 | 15 | 0.0209 | 0.32
met1 | 69 | 0.0264 | 0.48
li1 | 86 | - | -
## placed cells by master, fill, tap and decap left out, drive strengths merged
cell type / n
nand3: 1
clkdlybuf4s15: 1
inv: 1
o21a: 1
o31ai: 1
or4: 1
buf: 10
a2111oi: 1
clkdlybuf4s50: 7
dlygate4sd2: 4
nor3: 1
nor2: 1
nor4b: 1
nor3b: 1
## repair_timing
item	4_1_cts	5_1_grt
setup buffers	3	0
gates resized	33	1
pin swaps	7	2
endpoints found under the hold margin	0	0
hold buffers	0	0
endpoints found under the setup margin	3	3
## cells in the mapped netlist
library cell and instances:
o31ai_1 1, a2111oi_2 1, inv_1 1, nor3b_1 1
or4_1 1, nor2_1 1, nand3_1 1, nor3_1 1
nor4b_1 1, o21a_1 1
Power and IR drop assume default switching activity.
