[./config.mk]
export PLATFORM = sky130hd
export DESIGN_NAME = adder_32bit
export DESIGN_NICKNAME = adder_32bit
export VERILOG_FILES = /design/flow/design.v
export SDC_FILE = /design/flow/constraint.sdc
export NUM_CORES = 4
export LEC_CHECK = 1
export CORE_AREA = 10 10 83 83
export DIE_AREA = 0 0 93 93
[./constraint.sdc]
current_design adder_32bit

set clk_period 10.8
set clk_io_pct 0.2

create_clock -name clk0 -period $clk_period

set non_clock_inputs [all_inputs -no_clocks]
set_input_delay [expr $clk_period * $clk_io_pct] -clock clk0 $non_clock_inputs
set_output_delay [expr $clk_period * $clk_io_pct] -clock clk0 [all_outputs]
[./design.v]
module adder_32bit (
  input wire [31:0] A,
  input wire [31:0] B,
  input wire carry_in,
  output wire [31:0] sum,
  output wire carry_out);
  wire [31:0] carry;
  wire [31:0] temp;
  genvar i;
  generate 
    for (i=0;i<32;i=i+1)
      begin
        assign temp[i]= A[i] & B[i];
        if (i==0) begin
          assign sum[i]=A[i]^B[i]^carry_in;
          assign carry[i]= temp[i] | (A[i] & carry_in) | (B[i] & carry_in) ;
        end
        else begin
          assign sum[i]=A[i]^B[i]^carry_in;
          assign carry[i]=temp[i] | (A[i] & carry[i-1]) | (B[i] & carry[i-1]);
        end
      end
  endgenerate
  assign carry_out = carry[31];
endmodule
[./run.sh]
#!/bin/bash
# OpenROAD 26Q1-2900-gdf79404cd8, Yosys 0.63+post, stock flow scripts
make -C /OpenROAD-flow-scripts/flow DESIGN_CONFIG=/design/flow/config.mk WORK_HOME=/design/flow/orfs finish
==> impl_metrics.py <==
# Physical implementation metrics
metrics = {
    "power": {
        "p_clk_frac": 0,
        "internal_power_mw": 0.07130,
        "power.density_mw_per_mm2": 48.58,
        "seqPwrFrac": 0,
        "comb_power_share": 1.000,
        "switchingPower_mw": 0.03258,
        "leakagePower_nw": 0.8986,
        "switching_share": 0.3136,
        "ir_drop_mv": 0.01993,
    },
    "logic_synthesis": {
        "synth_chip_area_mm2": 0.001086,
        "synth_top_area_share": 0.3571,
        "syn_avg_cell_area_um2": 8.758,
        "synth_area_mm2": 0.001086,
        "ys_seq_share": 0,
        "topCellsByArea": "ha_1, xor2_1, o221ai_1",
        "synthCells": 124,
        "ys_warn_count": 0,
        "top_area_cell": "ha_1",
        "ys_types": 30,
        "ys_top_cells_by_count": "ha_1, xor2_1, inv_1, nor3_1",
        "ys_cells": 124,
    },
    "worst_hold_path": {
        "hp-class": "input pin to output pin",
        "hp-start": "carry_in",
    },
    "final_layout": {
        "area_growth_pct": 96.89,
        "seq_area_um2": 0,
        "final_cell_count_no_fill": 289,
        "clock_buffers": 0,
        "ff_count": 0,
        "drive_above_1_share": 0.03196,
        "comb_area_mm2": 0.001041,
        "num-fill-cells": 541,
    },
    "critical_path": {
        "crit_buf_inv": 4,
        "path_max_fanout": 32,
        "critPathCaptureType": "output pin",
        "cp.arrival_ns": 4.39,
        "required_ns": 8.64,
        "worstSetupStartpoint": "carry_in",
        "cp_slowest_stage_delay_ns": 0.52,
        "cp_cell_sequence": "buf_2 -> buf_4 -> inv_1 -> fa_1 -> o21bai_1 -> a221oi_1 -> or3_1 -> a211oi_1 -> o221ai_1 -> clkdlybuf4s50_1",
        "critPathTopFamily": "buffers and inverters",
        "startpoint_type": "input pin",
        "slowest_stage": "clkdlybuf4s50_1",
        "critPathKind": "input pin to output pin",
    },
    "drt": {
        "drtIter0Drc": 35,
        "route.antenna.remaining_nets": 0,
        "dr.pass1.iters": 4,
        "wirelength_mm": 4.120,
        "antenna_cells": 0,
        "viasPerCell": 4.370,
        "dr_total_vias": 1263,
        "route.detailed.drc": 0,
        "wl_per_cell_um": 14.26,
    },
    "timing": {
        "maxSlewViolCount": 0,
        "tightest_slew_ns": 0.5010,
        "period_needed_ns": 6.553,
        "setup_viol": 0,
        "tns_ns": 0,
        "fmax_mhz": 152.6,
        "timing.final.crit_share": 0.6068,
        "hold_viol": 0,
        "rsz0062_at_grt": "false",
        "maxSlewHeadroom": 0.6660,
    },
    "clock_network": {
        "cts.repair.resized": 0,
        "hold_buffers": 0,
        "post_cts_buffers": 0,
    },
    "place": {
        "dp_cells": 289,
        "port-buffer-count": 98,
        "place_hpwl_mm": 3.744,
        "gp_congestion": 0.7716,
    },
    "grt": {
        "grt-ovfl-total": 0,
        "antenna_found_initial": 0,
        "grt_pass1_wl_mm": 6.734,
        "grt_usage": 0.09193,
        "grt_max_degree": 33,
        "grt_pass1_vias": 1437,
    },
    "die": {
        "ios": 98,
        "core-area_mm2": 0.005140,
        "num_rows": 26,
        "die_area_mm2": 0.008649,
        "die_y_um": 93,
        "fp.dieW_um": 93,
        "fp_util": 0.2113,
    },
    "status": {
        "outcome": "finished clean",
    },
    "run": {
        "maxCapViolCount": 0,
        "warnings": 32,
    },
}
-- layer usage --
| metal | vias to the layer above | global-route usage | routed length (um) |
|---|---|---|---|
| met3 | 0 | 0.04604 | 514 |
| met5 | - | 0 | 0 |
| met2 | 52 | 0.1583 | 1892 |
| li1 | 665 | - | - |
| met4 | 0 | 0 | 0 |
| met1 | 546 | 0.1065 | 1712 |
-- power groups by stage --
stage	registers, mW	logic, mW	clock network, mW
finish	0	0.104	0
global route	0	0.116	0
CTS	0	0.107	0
-- per-stage QoR --
step	hold WS (ns)	total power, mW	setup WS, ns	utilization	instance area (um^2)
2_1_floorplan	4.468	0.03304	4.970	-	1086
3_3_place_gp	5.319	0.1068	4.234	0.4160	2138
3_5_place_dp	5.307	0.1059	4.193	0.4160	2138
4_1_cts	5.319	0.1068	4.183	0.4160	2138
5_1_grt	5.355	0.1165	4.022	0.4160	2138
6_report	5.297	0.1039	4.247	0.4160	2138
-- tightest hold or removal path, stage by stage --
cell             delay [ns]
buf_2                  0.09
buf_4                  0.28
xor2_1                 0.20
clkdlybuf4s50_1        0.40
-- layout make-up --
type	count	area share
inverters	7	0.01229
multi-input cells	113	0.4868
well taps	70	0.04096
repair buffers	99	0.4599
-- path summary, 6_finish.rpt --
kind | cells after the start | endpoint | slack (ns)
hold / removal | 4 | sum[2] | 5.30
setup / recovery | 10 | carry_out | 4.25
-- cells in the final DEF, fill, tap and decap left out, types with 2 or more instances in the layout --
| master | synthesis | routed |
|---|---|---|
| clkdlybuf4s50_1 | 0 | 97 |
| ha_1 | 31 | 31 |
| inv_1 | 6 | 6 |
| nand2_1 | 2 | 2 |
| nor2_1 | 5 | 5 |
| nor3_1 | 6 | 6 |
| nor4_1 | 3 | 3 |
| o21a_1 | 3 | 3 |
| o221ai_1 | 4 | 4 |
| o22ai_1 | 5 | 5 |
| o32a_1 | 3 | 3 |
| o32ai_1 | 3 | 3 |
| or3_1 | 3 | 3 |
| xor2_1 | 31 | 31 |
-- cells by family after synthesis --
| family | synth area share |
|---|---|
| simple gates | 0.1233 |
| fa+ha+maj | 0.3756 |
| xor+xnor | 0.2500 |
| compound gates | 0.2097 |
| buf+inv | 0.04146 |
Power and IR drop assume default switching activity.
